[/design/flow/run.sh]
#!/bin/bash
# OpenROAD 26Q1-2900-gdf79404cd8, Yosys 0.63+post, stock flow scripts
make -C /OpenROAD-flow-scripts/flow DESIGN_CONFIG=/design/flow/config.mk WORK_HOME=/design/flow/orfs finish
[/design/flow/config.mk]
export PLATFORM = sky130hd
export DESIGN_NAME = stopwatch
export DESIGN_NICKNAME = stopwatch
export VERILOG_FILES = /design/flow/design.v
export SDC_FILE = /design/flow/constraint.sdc
export NUM_CORES = 4
export LEC_CHECK = 1
export CORE_UTILIZATION = 30
[/design/flow/constraint.sdc]
current_design stopwatch

set clk_period 3.7
set clk_io_pct 0.2

create_clock -name clk0 -period $clk_period [get_ports {MCLK}]
create_clock -name clk1 -period $clk_period [get_ports {SW}]

set non_clock_inputs [all_inputs -no_clocks]
set_input_delay [expr $clk_period * $clk_io_pct] -clock clk0 $non_clock_inputs
set_output_delay [expr $clk_period * $clk_io_pct] -clock clk0 [all_outputs]
[/design/flow/design.v]
module count6(
  input run,
  input rst,
  input clk,
  output reg [3:0] q = 4'b0000
);
always @(negedge clk or posedge rst)
begin
  if (rst == 1'b1)
   q[3:0] <= 4'b0000;
 else
   begin
  if (run == 1'b1)
    begin
    if (q[3:0] >= 4'b0101)
      q[3:0] <= 4'b0000;
    else
      q[3:0] <= q[3:0]+1'b1;
    end
    end
end
endmodule
module clkdiv(
  input mclk,
  output reg clkout = 1'b0
);
reg [19:0] rCnt = 20'h0_0000;
always @(posedge mclk)
begin
  if(rCnt[19:0] >= 20'b0000_0001_0011_1000_0111)
    begin
      rCnt[19:0] <= 20'h0_0000;
      clkout <= ~clkout;
    end
  else
    begin
      rCnt[19:0] <= rCnt[19:0]+20'h0_0001;
    end
end
endmodule
module count10(
  input run,
  input rst,
  input clk,
  output reg [3:0] q = 4'b0000
);
always @(negedge clk or posedge rst)
begin
  if (rst == 1'b1)
   q[3:0] <= 4'b0000;
 else 
   begin
    if (run == 1'b1)
    begin
    if (q[3:0] >= 4'b1001)
      q[3:0] <= 4'b0000;
    else
      q[3:0] <= q[3:0]+1'b1;
    end
    end
end
endmodule
module d_count(
  input mclk,
  input clkout,
  input mode,
  input rs_s,
  input rst_s,
  input [7:0] sw,
  output reg [3:0] m_l = 4'b0000,
  output reg [3:0] m_r = 4'b0000,
  output reg [3:0] s_l = 4'b0000,
  output reg [3:0] s_r = 4'b0000,
  output reg [3:0] ms_l = 4'b0000,
  output reg [3:0] ms_r = 4'b0000
);
reg sw0_z = 1'b0;
reg sw0_zz = 1'b0;
reg sw1_z = 1'b0;
reg sw1_zz = 1'b0;
reg sw2_z = 1'b0;
reg sw2_zz = 1'b0;
reg sw3_z = 1'b0;
reg sw3_zz = 1'b0;
reg sw4_z = 1'b0;
reg sw4_zz = 1'b0;
reg sw5_z = 1'b0;
reg sw5_zz = 1'b0;
reg sw6_z = 1'b0;
reg sw6_zz = 1'b0;
reg sw7_z = 1'b0;
reg sw7_zz = 1'b0;
reg rss_z = 1'b0;
reg rss_zz = 1'b0;
reg rst_z = 1'b0;
reg rst_zz = 1'b0;
reg clkout_z = 1'b0;
reg clkout_zz = 1'b0;
reg rs = 1'b00;
always @(posedge mclk)
begin
  sw0_z <= sw[0];
  sw0_zz <= sw0_z;
  sw1_z <= sw[1];
  sw1_zz <= sw1_z;
  sw2_z <= sw[2];
  sw2_zz <= sw2_z;
  sw3_z <= sw[3];
  sw3_zz <= sw3_z;
  sw4_z <= sw[4];
  sw4_zz <= sw4_z;
  sw5_z <= sw[5];
  sw5_zz <= sw5_z;
  sw6_z <= sw[6];
  sw6_zz <= sw6_z;
  sw7_z <= sw[7];
  sw7_zz <= sw7_z;
  rss_z <= rs_s;
  rss_zz <= rss_z;
  rst_z <= rst_s;
  rst_zz <= rst_z;
  clkout_z <= clkout;
  clkout_zz <= clkout_z;
  if (mode)
    begin
      if (rs == 1'b0)
        begin
          if (sw0_z&&(~sw0_zz))
            begin
              if(m_l[3:0] >= 4'b1001)
                m_l[3:0] <= 4'b0000;
              else
                m_l[3:0] <= m_l[3:0]+4'b0001;
            end
          else if (sw1_z&&(~sw1_zz))
            begin
              if(m_l[3:0] == 4'b0000)
                m_l[3:0] <= 4'b1001;
              else
                m_l[3:0] <= m_l[3:0]-4'b0001;
            end
          else if (sw2_z&&(~sw2_zz))
            begin
              if(m_r[3:0] >= 4'b1001)
                m_r[3:0] <= 4'b0000;
              else
                m_r[3:0] <= m_r[3:0]+4'b0001;
            end 
          else if (sw3_z&&(~sw3_zz))
            begin
              if(m_r[3:0] == 4'b0000)
                m_r[3:0] <= 4'b1001;
              else
                m_r[3:0] <= m_r[3:0]-4'b0001;
            end
          else if (sw4_z&&(~sw4_zz))
            begin
              if(s_l[3:0] >= 4'b0101)
                s_l[3:0] <= 4'b0000;
              else
                s_l[3:0] <= s_l[3:0]+4'b0001;
            end
          else if (sw5_z&&(~sw5_zz))
            begin
              if(s_l[3:0] == 4'b0000)
                s_l[3:0] <= 4'b0101;
              else
                s_l[3:0] <= s_l[3:0]-4'b0001;
            end
          else if (sw6_z&&(~sw6_zz))
            begin
              if(s_r[3:0] >= 4'b1001)
                s_r[3:0] <= 4'b0000;
              else
                s_r[3:0] <= s_r[3:0]+4'b0001;
            end
          else if (sw7_z&&(~sw7_zz))
            begin
              if(s_r[3:0] == 4'b0000)
                s_r[3:0] <= 4'b1001;
              else
                s_r[3:0] <= s_r[3:0]-4'b0001;
            end
			else if (rst_z&&(~rst_zz))
				begin
					m_l[3:0] <= 4'b0000;
					m_r[3:0] <= 4'b0000;
					s_l[3:0] <= 4'b0000;
					s_r[3:0] <= 4'b0000;
					ms_l[3:0] <= 4'b0000;
					ms_r[3:0] <= 4'b0000;
				end
        end
      else if(rs == 1'b1)
        begin
          if(clkout_z&&(~clkout_zz))
            begin
          if ((m_l[3:0]|m_r[3:0]|s_l[3:0]|s_r[3:0]|ms_l[3:0]|ms_r[3:0]) != 4'b0000)
          begin
          if(ms_r[3:0]>4'b0000)
            ms_r[3:0] <= ms_r[3:0]-4'b0001;
          else if(ms_r[3:0]==4'b0000)
            begin
              ms_r[3:0] <= 4'b1001;
              if(ms_l[3:0]>4'b0000)
               ms_l[3:0] <= ms_l[3:0]-4'b0001;
              else if(ms_l==4'b0000)
              begin
                ms_l[3:0] <= 4'b1001;
                if (s_r[3:0]>4'b0000)
                s_r[3:0] <= s_r[3:0]-4'b0001;
                else if (s_r[3:0] == 4'b0000)
                  begin
                   s_r[3:0] <= 4'b1001;
                   if(s_l[3:0]>4'b0000)
                    s_l[3:0] <= s_l[3:0]-4'b0001;
                   else
                     begin
                      s_l[3:0] <= 4'b0101;
                      if(m_r>4'b0000)
                       m_r[3:0] <= m_r[3:0]-4'b0001;
                      else
                        begin
                         m_r[3:0] <= 4'b1001;
                         if(m_l[3:0]>4'b0000)
                           m_l[3:0] <= m_l[3:0]-4'b0001;
                         else
                           m_l[3:0] <= 4'b0101;
                        end
                     end
                  end
              end
            end
          end
          end
        end
      if((m_l[3:0]|m_r[3:0]|s_l[3:0]|s_r[3:0]|ms_l[3:0]|ms_r[3:0]) == 4'b0000)
        rs <= 1'b0;
      else if(rss_z&&(~rss_zz))
        begin
          rs <= ~rs;
        end
    end
end
endmodule
module lap(
  input sel,
  input [6:0] r1,
  input [6:0] r2,
  input [6:0] r3,
  input [6:0] r4,
  input [6:0] r5,
  input [6:0] r6,
  output reg [6:0] l1 = 7'b000_0000,
  output reg [6:0] l2 = 7'b000_0000,
  output reg [6:0] l3 = 7'b000_0000,
  output reg [6:0] l4 = 7'b000_0000,
  output reg [6:0] l5 = 7'b000_0000,
  output reg [6:0] l6 = 7'b000_0000
);
always @(posedge sel)
begin
  l1[6:0] <= r1[6:0];
  l2[6:0] <= r2[6:0];
  l3[6:0] <= r3[6:0];
  l4[6:0] <= r4[6:0];
  l5[6:0] <= r5[6:0];
  l6[6:0] <= r6[6:0];
end
endmodule
module led_d(
  input [3:0] val,
  input mode,
  output reg [7:0] q = 8'b00000000,
  output reg q2 = 1'b0
);
always @(val)
begin
  if(val[3:0] >= 4'b0101)
    begin
      q <= 8'b11111111;
    end
  else
    begin
      q <= 8'b00000000;
    end
end
always @(mode)
begin
	q2 <= mode;
end
endmodule
module mux(
  input sel,
  input clk,
  input [6:0] r1,
  input [6:0] r2,
  input [6:0] r3,
  input [6:0] r4,
  input [6:0] r5,
  input [6:0] r6,
  input [6:0] l1,
  input [6:0] l2,
  input [6:0] l3,
  input [6:0] l4,
  input [6:0] l5,
  input [6:0] l6,
  output reg [6:0] m1 =7'b000_0000,
  output reg [6:0] m2 =7'b000_0000,
  output reg [6:0] m3 =7'b000_0000,
  output reg [6:0] m4 =7'b000_0000,
  output reg [6:0] m5 =7'b000_0000,
  output reg [6:0] m6 =7'b000_0000
);
always @(clk)
begin
  if (sel == 1'b0)
    begin
      m1[6:0] <= r1[6:0];
      m2[6:0] <= r2[6:0];
      m3[6:0] <= r3[6:0];
      m4[6:0] <= r4[6:0];
      m5[6:0] <= r5[6:0];
      m6[6:0] <= r6[6:0];
    end
  else
    begin
      m1[6:0] <= l1[6:0];
      m2[6:0] <= l2[6:0];
      m3[6:0] <= l3[6:0];
      m4[6:0] <= l4[6:0];
      m5[6:0] <= l5[6:0];
      m6[6:0] <= l6[6:0];
    end
end
endmodule
module seg7 (
input [3:0] val,
output reg [6:0] seg  
);
always @(*)
begin
case (val[3:0])
4'h0: seg[6:0] = 7'b111_1110;
4'h1: seg[6:0] = 7'b011_0000;
4'h2: seg[6:0] = 7'b110_1101;
4'h3: seg[6:0] = 7'b111_1001;
4'h4: seg[6:0] = 7'b011_0011;
4'h5: seg[6:0] = 7'b101_1011;
4'h6: seg[6:0] = 7'b101_1111;
4'h7: seg[6:0] = 7'b111_0000;
4'h8: seg[6:0] = 7'b111_1111;
4'h9: seg[6:0] = 7'b111_0011;
4'hA: seg[6:0] = 7'b111_0111;
4'hB: seg[6:0] = 7'b001_1111;
4'hC: seg[6:0] = 7'b100_1110;
4'hD: seg[6:0] = 7'b011_1101;
4'hE: seg[6:0] = 7'b100_1111;
4'hF: seg[6:0] = 7'b100_0111;
default: seg[6:0] = 7'b100_0111;  
endcase
end
endmodule
module stopwatch(
  input MCLK,
  input [3:0] SW,
  input [7:0] DSW,
  input RS_S,
  input RST_S,
  output [6:0] MM1,
  output [6:0] MM2,
  output [6:0] MM3,
  output [6:0] MM4,
  output [6:0] MM5,
  output [6:0] MM6,
  output [7:0] LED_OUT,
  output LED_MODE
);
wire RUN;
wire RST;
wire SEL;
wire MODE;
wire CLKOUT;
wire [3:0] Q1;
wire [3:0] Q2;
wire [3:0] Q3;
wire [3:0] Q4;
wire [3:0] Q5;
wire [3:0] Q6;
wire [6:0] S1;
wire [6:0] S2;
wire [6:0] S3;
wire [6:0] S4;
wire [6:0] S5;
wire [6:0] S6;
wire [6:0] L1;
wire [6:0] L2;
wire [6:0] L3;
wire [6:0] L4;
wire [6:0] L5;
wire [6:0] L6;
wire [3:0] M_L;
wire [3:0] M_R;
wire [3:0] S_L;
wire [3:0] S_R;
wire [3:0] MS_L;
wire [3:0] MS_R;
wire [6:0] DS1;
wire [6:0] DS2;
wire [6:0] DS3;
wire [6:0] DS4;
wire [6:0] DS5;
wire [6:0] DS6;
wire [6:0] M1;
wire [6:0] M2;
wire [6:0] M3;
wire [6:0] M4;
wire [6:0] M5;
wire [6:0] M6;
sw_inf sw_inf_t(
  .mclk(MCLK),
  .sw(SW),
  .run(RUN),
  .rst(RST),
  .sel(SEL),
  .mode(MODE)
);
clkdiv testclkdiv(
  .mclk(MCLK),
  .clkout(CLKOUT)
  );
count10 cnt10_1(
  .run(RUN),
  .rst(RST),
  .clk(~CLKOUT),
  .q(Q1)
);
count10 cnt10_2(
  .run(RUN),
  .rst(RST),
  .clk(Q1[3]),
  .q(Q2)
);
count10 cnt10_3(
  .run(RUN),
  .rst(RST),
  .clk(Q2[3]),
  .q(Q3)
);
count6 cnt6_1(
  .run(RUN),
  .rst(RST),
  .clk(Q3[3]),
  .q(Q4)
);
count10 cnt10_4(
  .run(RUN),
  .rst(RST),
  .clk(Q4[2]),
  .q(Q5)
);
count10 cnt10_5(
  .run(RUN),
  .rst(RST),
  .clk(Q5[3]),
  .q(Q6)
);
seg7 seg_1(
  .val(Q1),
  .seg(S1)
);
seg7 seg_2(
  .val(Q2),
  .seg(S2)
);
seg7 seg_3(
  .val(Q3),
  .seg(S3)
);
seg7 seg_4(
  .val(Q4),
  .seg(S4)
);
seg7 seg_5(
  .val(Q5),
  .seg(S5)
);
seg7 seg_6(
  .val(Q6),
  .seg(S6)
);
lap s_lap(
  .sel(SEL),
  .r1(S1),
  .r2(S2),
  .r3(S3),
  .r4(S4),
  .r5(S5),
  .r6(S6),
  .l1(L1),
  .l2(L2),
  .l3(L3),
  .l4(L4),
  .l5(L5),
  .l6(L6)
);
mux t_mux(
  .sel(SEL),
  .clk(MCLK),
  .r1(S1),
  .r2(S2),
  .r3(S3),
  .r4(S4),
  .r5(S5),
  .r6(S6),
  .l1(L1),
  .l2(L2),
  .l3(L3),
  .l4(L4),
  .l5(L5),
  .l6(L6),
  .m1(M1),
  .m2(M2),
  .m3(M3),
  .m4(M4),
  .m5(M5),
  .m6(M6)
);
led_d led_driver(
  .val(Q2),
  .mode(MODE),
  .q(LED_OUT),
  .q2(LED_MODE)
);
d_count dcnt(
  .mclk(MCLK),
  .clkout(CLKOUT),
  .mode(MODE),
  .rs_s(RS_S),
  .rst_s(RST_S),
  .sw(DSW),
  .m_l(M_L),
  .m_r(M_R),
  .s_l(S_L),
  .s_r(S_R),
  .ms_l(MS_L),
  .ms_r(MS_R)
);
seg7 dseg_1(
  .val(M_L),
  .seg(DS6)
);
seg7 dseg_2(
  .val(M_R),
  .seg(DS5)
);
seg7 dseg_3(
  .val(S_L),
  .seg(DS4)
);
seg7 dseg_4(
  .val(S_R),
  .seg(DS3)
);
seg7 dseg_5(
  .val(MS_L),
  .seg(DS2)
);
seg7 dseg_6(
  .val(MS_R),
  .seg(DS1)
);
mux d_mux(
  .sel(MODE),
  .clk(MCLK),
  .r1(M1),
  .r2(M2),
  .r3(M3),
  .r4(M4),
  .r5(M5),
  .r6(M6),
  .l1(DS1),
  .l2(DS2),
  .l3(DS3),
  .l4(DS4),
  .l5(DS5),
  .l6(DS6),
  .m1(MM1),
  .m2(MM2),
  .m3(MM3),
  .m4(MM4),
  .m5(MM5),
  .m6(MM6)
);
endmodule
module sw_inf(
  input mclk,
  input [3:0] sw,
  output reg run = 1'b0,
  output reg rst = 1'b0,
  output reg sel = 1'b0,
  output reg mode = 1'b0
);
reg sw2_z = 1'b0;
reg sw2_zz = 1'b0;
always @(posedge sw[0])
begin
  if (mode == 1'b0)
  run <= ~run;
end
always @(posedge mclk)
begin
  if (mode == 1'b0)
  begin
  sw2_z <= sw[2];
  sw2_zz <= sw2_z;
  if(sw2_z&&(~sw2_zz))
    begin
      if(run == 1'b1)
        sel <= ~sel;
    end
  else
    if(run == 1'b0)
      begin
        rst <= sw[1];
        if (rst)
          sel <= 1'b0;
      end
    end
end
always @(posedge sw[3])
begin
	if(run == 2'b0)
		mode <= ~mode;
end
endmodule
==> results.py <==
# Metrics from the implementation run
metrics = {
    "run_status": {
        "status": "finished with violations",
        "violations": "negative hold slack",
    },
    "worst_setup_path": {
        "cp.arrival_ps": 2590,
        "endpoint_kind": "output port",
        "start_kind": "flop",
        "cp_max_fo": 7,
        "timing_worst_setup_path_type": "flop to output port",
        "rrSetupSlack_ps": 1100,
        "cp.required_ps": 2960,
    },
    "detailed_routing": {
        "firstDrtPassIters": 6,
        "drc": 0,
        "wl_per_cell_um": 13.79,
        "dr.first_iter.drc_count": 388,
        "num_antenna_cells": 0,
        "ant_nets": 0,
        "viasPerCell": 4.873,
        "totalWireLength_mm": 20.05,
        "vias": 7085,
    },
    "final_timing": {
        "unclocked_regs": 66,
        "slew_headroom": 0.4570,
        "untimed_endpoints": 74,
        "grt_setup_unrepaired": "no",
        "hold_viol_final": 2,
        "worst_pin_slew_ps": 813.7,
        "skew_ps": 6.131,
        "hold_slack_ps": -247.3,
        "finalSetupViolCount": 0,
        "setup_tns_ps": 0,
        "slew_violations": 0,
    },
    "grt": {
        "grt_max_degree": 75,
        "grt_pass1_vias": 6429,
        "track_usage": 0.1342,
        "grt_pass1_wl_mm": 32.82,
        "grt_overflow": 0,
        "antenna_found_initial": 0,
    },
    "flow_run": {
        "tool_warnings": 106,
        "max-cap-violations": 0,
    },
    "clock_tree": {
        "post_cts_resize_count": 0,
        "numCtsBuffers": 9,
        "path_clk_slew_ps": 60,
        "post-cts-setup-buffers": 0,
        "cts_tree": "yes",
        "ctsHoldBuffers": 0,
        "root_buffer": "clkbuf_16",
        "cts_buffer_depth": 2,
        "h-tree-depth": 3,
    },
    "layout": {
        "design_area_sq_mm": 0.01022,
        "final_layout_size_suffix_gt1_frac": 0.03759,
        "syn2layout_area_growth_pct": 13.45,
    },
    "logic_synthesis": {
        "common_cells": "nand2_1, o21ai_0, ha_1",
        "synth_seq_share": 0.3602,
        "synth_top_cell_by_area": "dfxtp_1",
        "synth_chip_area_sq_mm": 0.009005,
        "yosysMostFrequentCell": "nand2_1",
        "numSynthFlops": 140,
        "ys.flop_type": "dfxtp_1",
        "syn_inst": 1043,
        "ys_types": 66,
        "top_cell_area_share": 0.1867,
        "synthArstFlopShare": 0.1714,
        "syn_area_sq_mm": 0.009005,
        "synth_warnings": 9,
        "area_leaders": "dfxtp_1, ha_1, edfxtp_1",
        "synth-edff-count": 32,
        "syn_avg_cell_area_sq_um": 8.634,
        "yosys_cells": 1043,
    },
    "die": {
        "core-area_sq_mm": 0.02956,
        "floorplan.core_util": 0.3046,
        "placementRows": 63,
        "die_h_um": 175.3,
        "chip_area_sq_mm": 0.03071,
        "ios": 66,
        "die_w_um": 175.3,
    },
    "placement": {
        "place_congestion": 0.8993,
        "hpwlAfterDp_mm": 15.09,
        "placed_area_sq_mm": 0.009897,
        "port_buffers": 61,
    },
    "pwr": {
        "p_total_w": 0.001867,
        "p_leak_nw": 3.889,
        "power.density_mw_per_mm2": 182.7,
        "peakVddDrop_mv": 0.2227,
    },
    "min_path": {
        "hold_class": "clock port to flop",
    },
}
state kept, by name, indices dropped and copies added, names as in the netlist, 7 cells and up:
name,count
s_lap.l1,7
s_lap.l5,7
s_lap.l4,7
s_lap.l2,7
s_lap.l3,7
s_lap.l6,7
testclkdiv.rCnt,20
cell families after synthesis:
kind of cell	count (synthesis)	synth area share
AND/OR/NAND/NOR	338	0.1827
AND-OR/OR-AND	267	0.1849
flip-flops	140	0.3602
buffers and inverters	126	0.05683
adder cells (fa/ha/maj)	95	0.1320
multiplexers	58	0.06544
XOR/XNOR	18	0.01751
other	1	0.0004164
cell usage in the layout (no fill, tap or decap), drive strengths merged, types with 11 or more instances in the layout:
cell type	n
nand2	107
nand2b	31
clkdlybuf4s50	61
nor2	68
o211ai	15
dfxtp	84
edfxtp	32
mux2i	51
o21ai	103
inv	56
dfrtn	20
nor2b	36
a21oi	55
nand3	25
ha	95
nor3	26
a211oi	11
layer usage:
metal / track usage / vias to the layer above / part of all wire
met1: 0.2157 / 3247 / 0.52
li1: - / 3679 / -
met3: 0.02980 / 5 / 0.062
met2: 0.1953 / 154 / 0.42
met5: 0 / - / 0
met4: 0.007609 / 0 / 0.0023
stage by stage:
step                      instances  setup WS, ps  hold slack, ps  utilization
final                          1454         370.5          -247.3       0.3456
after CTS                      1454         381.1          -267.9       0.3456
after floorplan                1049          1265           98.87            -
after global routing           1454         188.8          -264.3       0.3456
after detailed placement       1438         764.4           98.87       0.3348
after global placement         1438         798.5           98.87       0.3348
report_power, final:
part           internal [W]  switching [W]  total (W)
Clock              0.000590       0.000340   0.000930
Combinational     0.0000222      0.0000237  0.0000458
Sequential         0.000881     0.00000995   0.000891
Total               0.00149       0.000374    0.00187
final cells by class:
class	count	area, sq um
multi-input combinational	783	5273
clock buffer	9	225.2
clock inverter	7	93.84
tap	390	488.0
timing repair buffer	69	683.2
sequential	140	3243
inverter	56	210.2
fill	2967	19340
path summary, 6_finish.rpt:
path / end / startpoint / cells after the start
min in group clk1: sw_inf_t.run$_DFFE_PN_ / sw_inf_t.mode$_DFFE_PN_ / 1
setup reg to reg: dcnt.ms_l[3]$_SDFFCE_PN0P_ / dcnt.s_r[3]$_DFFE_PP_ / 6
max in group clk1: sw_inf_t.run$_DFFE_PN_ / sw_inf_t.run$_DFFE_PN_ / 2
hold reg to reg: dcnt.sw5_zz$_DFF_P_ / dcnt.sw5_z$_DFF_P_ / 0
setup / recovery: MM2[3] / dcnt.ms_l[0]$_SDFFCE_PN0P_ / 8
hold / removal: sw_inf_t.sw2_z$_DFFE_PN_ / SW[2] / 0
worst max-delay path: stages, from the launching register on:
cell and delay (ps):
edfxtp_1 460, inv_1 120, ha_1 400, nor2b_1 200
nor2_1 70, o221ai_1 180, nand2_1 70, o21ai_0 190
clkdlybuf4s50_1 540
Power is estimated from default activity; no workload was simulated.
